### config.mk
export PLATFORM = sky130hd
export DESIGN_NAME = OR32_2x1
export DESIGN_NICKNAME = OR32_2x1
export VERILOG_FILES = /design/flow/design.v
export SDC_FILE = /design/flow/constraint.sdc
export NUM_CORES = 4
export LEC_CHECK = 1
export CORE_AREA = 10 10 70 70
export DIE_AREA = 0 0 80 80
### design.v
module NOR32_2x1(Y,A,B);
output [31:0] Y;
input [31:0] A;
input [31:0] B;
genvar i;
generate
   for (i = 0; i < 32; i = i + 1)
   begin
      nor NOR_INST(Y[i], A[i], B[i]);
   end
endgenerate
endmodule
module AND32_2x1(Y,A,B);
output [31:0] Y;
input [31:0] A;
input [31:0] B;
genvar i;
generate
   for (i = 0; i < 32; i = i + 1)
   begin
      and AND_INST(Y[i], A[i], B[i]);
   end
endgenerate
endmodule
module INV32_1x1(Y,A);
output [31:0] Y;
input [31:0] A;
genvar i;
generate
   for (i = 0; i < 32; i = i + 1)
   begin
      not NOT_INST(Y[i], A[i]);
   end
endgenerate
endmodule
module OR32_2x1(Y,A,B);
output [31:0] Y;
input [31:0] A;
input [31:0] B;
wire [31:0] NOR_INV;
NOR32_2x1 NOR_INST(NOR_INV, A, B);
INV32_1x1 INV_INST(Y, NOR_INV);
endmodule
module OR27x1(Y,A);
output Y;
input [26:0] A;
wire [24:0] OR;
genvar i;
generate
   for (i = 0; i < 25; i = i + 1)
   begin
      if (i == 0)
      begin
         or OR_INST_0(OR[0], A[0], A[1]);
      end
      else
      begin
         or OR_INST(OR[i], OR[i - 1], A[i + 1]);
      end
   end
endgenerate
or OR_INST_1(Y, OR[24], A[26]);
endmodule
module OR32x1(Y,A);
output Y;
input [31:0] A;
wire [29:0] OR;
genvar i;
generate
   for (i = 0; i < 30; i = i + 1)
   begin
      if (i == 0)
      begin
         or OR_INST_0(OR[0], A[0], A[1]);
      end
      else
      begin
         or OR_INST(OR[i], OR[i - 1], A[i + 1]);
      end
   end
endgenerate
or OR_INST_1(Y, OR[29], A[31]);
endmodule 
### constraint.sdc
current_design OR32_2x1

set clk_period 1.0
set clk_io_pct 0.2

create_clock -name clk0 -period $clk_period

set non_clock_inputs [all_inputs -no_clocks]
set_input_delay [expr $clk_period * $clk_io_pct] -clock clk0 $non_clock_inputs
set_output_delay [expr $clk_period * $clk_io_pct] -clock clk0 [all_outputs]
### run.sh
#!/bin/bash
# OpenROAD 26Q1-2900-gdf79404cd8, Yosys 0.63+post, stock flow scripts
make -C /OpenROAD-flow-scripts/flow DESIGN_CONFIG=/design/flow/config.mk WORK_HOME=/design/flow/orfs finish
==> notes.md <==
yosys + openroad results -> Layout area overhead=389.4%, vias in the first global route=622, most frequent cells in the layout=dlygate4sd2_1, or2_1, buf_2, clkdlybuf4s15_1, largest net degree at the start of global routing=2, I/O pins=between 90 and 100, Required @ worst endpoint=800 ps, endpoints failing hold=0, die area=roughly 6400 sq um, Buf+Inv Stages, Crit Path=2, DP Worst Slack=-454.6 ps, CP Max Fanout=1, fmax=between 1000 and 1500 MHz, Init Core Util=between 5 and 6%, DR pass1 iterations=2, Fill cells=slightly above 400, Placer Congestion=between 0.8 and 0.9, Tightest Hold Check Type=input pin to primary output, Rel. slew slack=96.46%, total grt overflow=0, CP max stage delay=between 200 and 250 ps, Total GRT Usage=around 6.0%, depth of the worst hold-timing path=3, CP delay by family, top=buffers and inverters, P per Cell Area=between 200 and 250 nW/um^2, share of post-route cells with drive strength above 1=between 20 and 30%, maximum vdd drop=0.08656 mV, Core ar.=about 3400 sq um, DR vias/cell=around 3.1, critical path capture point type=primary output, Yosys Instances=32, synth unique cells=1, vias=about 550, Worst setup endpoint=Y[1], max cap viols=0, Layout clock buffers=0, Final Slew Violations=0, ANT nets after route=0, initial drt markers=1, dpl cells=between 150 and 200, global-route wire length before repair=3215 um, Ys Warns=0, Final Critical Period=approximately 960 ps, startpoint types=input pin, most common logic cell in the routed design=dlygate4sd2_1, DR WL/cell=between 10 and 15 um, worst setup path start=A[1], CP max-delay cell=dlygate4sd2_1, initial antenna violation count=0, tool warning count=32, final cycle utilization of the critical path=95.58%, flop count=0, DRC Markers=0, Mapped Cells=32, Leakage Power=between 0.4 and 0.5 nW, Cell Area, Placed=~1200 sq um, Site Rows=21, fin cells=roughly 170, CTS hold repair buffers=0, syn_area_per_cell=approximately 6.3 sq um, RSZ-0062 raised after global routing=false, post-route setup TNS=0 ps, die width=roughly 80 um, diode count=0, Total Wirelength=2117 um, Setup WS post-layout=between 40 and 50 ps, final setup vio count=0, register area share after synthesis=0%, Post-Synthesis Cell Area=200.2 sq um, die y size=approximately 80 um, critical path type=input pin to primary output, critical path arrival=approximately 760 ps, Worst-Margin Slew=between 50 and 60 ps, crit-path cells=dlygate4sd2_1 > or2_1 > buf_2, cell depth of the worst setup path=3, fin area=just under 1000 sq um, yosys synthesis chip area=around 200 sq um, FF/Latch Area=0 sq um, port buffer count=around 96, status=finished, final reports clean
## logic make-up (layout without fill, tap and decap cells)
kind of cell / after synthesis / in the layout / share of synthesized area [%]
buf+inv: 0 / 96 / 0
simple gates: 32 / 32 / 100.0
## worst min-delay path by stage
stage | endpoint | from
6_report | Y[12] | B[12]
5_1_grt | Y[16] | B[16]
4_1_cts | Y[11] | A[11]
## cell usage after synthesis
library cell	count	area, sq um
or2_1	32	200.2
## power breakdown
| group | internal [W] | switching, W |
|---|---|---|
| Sequential | 0 | 0 |
| Combinational | 0.000196 | 0.0000480 |
| Clock | 0 | 0 |
## worst min-delay path, stage by stage
cell,delay (ps)
clkdlybuf4s15_1,150
or2_1,90
buf_2,90
## final cells by class
type                       instances  area (sq um)  share of cell area (%)
multi-input combinational         32         200.2                   20.43
tap                               46         57.56                   5.875
timing repair buffer              96         721.9                   73.69
## per-stage QoR
step                hold slack (ps)  total power, W  utilization [%]
detailed placement             1381       0.0004056            35.68
floorplan                     450.3      0.00002900                -
global placement               1388       0.0004020            35.68
CTS                           747.2       0.0002523            28.64
finish                        734.3       0.0002438            28.68
global route                  754.4       0.0002749            28.68
## metal layers
| layer | track usage, % | wire, um | vias to the layer above |
|---|---|---|---|
| met5 | 0 | 0 | - |
| met4 | 0 | 0 | 0 |
| met3 | 2.614 | 246 | 0 |
| met2 | 11.08 | 1095 | 42 |
| met1 | 6.658 | 776 | 218 |
| li1 | - | - | 288 |
## timing repair
item,in CTS,in global routing
setup endpoints to repair,32,1
pin swaps,32,1
setup buffers,0,0
gates resized,160,1
No activity file was given, so power comes from the tool's default toggle rates.
