--- run.sh ---
#!/bin/bash
# OpenROAD 26Q1-2900-gdf79404cd8, Yosys 0.63+post, stock flow scripts
make -C /OpenROAD-flow-scripts/flow DESIGN_CONFIG=/design/flow/config.mk WORK_HOME=/design/flow/orfs finish
--- config.mk ---
export PLATFORM = sky130hd
export DESIGN_NAME = SHIFT32
export DESIGN_NICKNAME = SHIFT32
export VERILOG_FILES = /design/flow/design.v
export SDC_FILE = /design/flow/constraint.sdc
export NUM_CORES = 4
export LEC_CHECK = 1
export CORE_UTILIZATION = 30
--- constraint.sdc ---
current_design SHIFT32

set clk_period 7.9
set clk_io_pct 0.2

create_clock -name clk0 -period $clk_period

set non_clock_inputs [all_inputs -no_clocks]
set_input_delay [expr $clk_period * $clk_io_pct] -clock clk0 $non_clock_inputs
set_output_delay [expr $clk_period * $clk_io_pct] -clock clk0 [all_outputs]
--- design.v ---
`timescale 1ns/10ps
module SHIFT32(Y,D,S, LnR);
output [31:0] Y;
input [31:0] D;
input [31:0] S;
input LnR;
wire [31:0] BRL;
wire OR;
BARREL_SHIFTER32 B_INST(BRL, D, S[4:0], LnR);
OR27x1 OR_INST(OR, S[31:5]);
MUX32_2x1 MX_INST(Y, BRL, 0, OR);
endmodule
module BARREL_SHIFTER32(Y,D,S, LnR);
output [31:0] Y;
input [31:0] D;
input [4:0] S;
input LnR;
wire [31:0] LEFT, RIGHT;
SHIFT32_L L_INST(LEFT, D, S);
SHIFT32_R R_INST(RIGHT, D, S);
MUX32_2x1 MX_INST(Y, RIGHT, LEFT, LnR);
endmodule
module SHIFT32_R(Y,D,S);
output [31:0] Y;
input [31:0] D;
input [4:0] S;
wire [31:0] MUX [3:0];
genvar i;
generate
   for (i = 0; i < 32; i = i + 1)
   begin
      if (i == 31)
      begin
         MUX1_2x1 MX_INST_1(MUX[0][i], D[i], 1'b0, S[0]);
      end
      else
      begin
         MUX1_2x1 MX_INST_2(MUX[0][i], D[i], D[i + 1], S[0]);
      end
   end
endgenerate
genvar j, k;
generate
   for (j = 0; j < 3; j = j + 1)
   begin
      for (k = 0; k < 32; k = k + 1)
      begin
         if (k >= 32 - 2 ** (j + 1))
         begin
            MUX1_2x1 MX_INST_3(MUX[j + 1][k], MUX[j][k], 1'b0, S[j + 1]);
         end
         else
         begin
            MUX1_2x1 MX_INST_4(MUX[j + 1][k], MUX[j][k], MUX[j][k + 2 ** (j + 1)], S[j + 1]);
         end
      end
   end
endgenerate
genvar n;
generate
   for (n = 0; n < 32; n = n + 1)
   begin
      if (n >= 16)
      begin
         MUX1_2x1 MX_INST_5(Y[n], MUX[3][n], 1'b0, S[4]);
      end
      else
      begin
         MUX1_2x1 MX_INST_6(Y[n], MUX[3][n], MUX[3][n + 16], S[4]);
      end
   end
endgenerate
endmodule
module SHIFT32_L(Y,D,S);
output [31:0] Y;
input [31:0] D;
input [4:0] S;
wire [31:0] MUX [3:0];
genvar i;
generate
   for (i = 0; i < 32; i = i + 1)
   begin
      if (i == 0)
      begin
         MUX1_2x1 MX_INST_1(MUX[0][i], D[i], 1'b0, S[0]);
      end
      else
      begin
         MUX1_2x1 MX_INST_2(MUX[0][i], D[i], D[i - 1], S[0]);
      end
   end
endgenerate
genvar j, k;
generate
   for (j = 0; j < 3; j = j + 1)
   begin
      for (k = 0; k < 32; k = k + 1)
      begin
         if (k < 2 ** (j + 1))
         begin
            MUX1_2x1 MX_INST_3(MUX[j + 1][k], MUX[j][k], 1'b0, S[j + 1]);
         end
         else
         begin
            MUX1_2x1 MX_INST_4(MUX[j + 1][k], MUX[j][k], MUX[j][k - 2 ** (j + 1)], S[j + 1]);
         end
      end
   end
endgenerate
genvar n;
generate
   for (n = 0; n < 32; n = n + 1)
   begin
      if (n <= 16)
      begin
         MUX1_2x1 MX_INST_5(Y[n], MUX[3][n], 1'b0, S[4]);
      end
      else
      begin
         MUX1_2x1 MX_INST_6(Y[n], MUX[3][n], MUX[3][n - 16], S[4]);
      end
   end
endgenerate
endmodule
module NOR32_2x1(Y,A,B);
output [31:0] Y;
input [31:0] A;
input [31:0] B;
genvar i;
generate
   for (i = 0; i < 32; i = i + 1)
   begin
      nor NOR_INST(Y[i], A[i], B[i]);
   end
endgenerate
endmodule
module AND32_2x1(Y,A,B);
output [31:0] Y;
input [31:0] A;
input [31:0] B;
genvar i;
generate
   for (i = 0; i < 32; i = i + 1)
   begin
      and AND_INST(Y[i], A[i], B[i]);
   end
endgenerate
endmodule
module INV32_1x1(Y,A);
output [31:0] Y;
input [31:0] A;
genvar i;
generate
   for (i = 0; i < 32; i = i + 1)
   begin
      not NOT_INST(Y[i], A[i]);
   end
endgenerate
endmodule
module OR32_2x1(Y,A,B);
output [31:0] Y;
input [31:0] A;
input [31:0] B;
wire [31:0] NOR_INV;
NOR32_2x1 NOR_INST(NOR_INV, A, B);
INV32_1x1 INV_INST(Y, NOR_INV);
endmodule
module OR27x1(Y,A);
output Y;
input [26:0] A;
wire [24:0] OR;
genvar i;
generate
   for (i = 0; i < 25; i = i + 1)
   begin
      if (i == 0)
      begin
         or OR_INST_0(OR[0], A[0], A[1]);
      end
      else
      begin
         or OR_INST(OR[i], OR[i - 1], A[i + 1]);
      end
   end
endgenerate
or OR_INST_1(Y, OR[24], A[26]);
endmodule
module OR32x1(Y,A);
output Y;
input [31:0] A;
wire [29:0] OR;
genvar i;
generate
   for (i = 0; i < 30; i = i + 1)
   begin
      if (i == 0)
      begin
         or OR_INST_0(OR[0], A[0], A[1]);
      end
      else
      begin
         or OR_INST(OR[i], OR[i - 1], A[i + 1]);
      end
   end
endgenerate
or OR_INST_1(Y, OR[29], A[31]);
endmodule 
module MUX32_32x1(Y, I0, I1, I2, I3, I4, I5, I6, I7,
                     I8, I9, I10, I11, I12, I13, I14, I15,
                     I16, I17, I18, I19, I20, I21, I22, I23,
                     I24, I25, I26, I27, I28, I29, I30, I31, S);
output [31:0] Y;
input [31:0] I0, I1, I2, I3, I4, I5, I6, I7;
input [31:0] I8, I9, I10, I11, I12, I13, I14, I15;
input [31:0] I16, I17, I18, I19, I20, I21, I22, I23;
input [31:0] I24, I25, I26, I27, I28, I29, I30, I31;
input [4:0] S;
wire [31:0] MUX_1, MUX_2;
MUX32_16x1 MX_INST_1(MUX_1, I0, I1, I2, I3, I4, I5, I6, I7, I8, I9, I10, I11, I12, I13, I14, I15, S[3:0]);
MUX32_16x1 MX_INST_2(MUX_2, I16, I17, I18, I19, I20, I21, I22, I23, I24, I25, I26, I27, I28, I29, I30, I31, S[3:0]);
MUX32_2x1 MX_INST_3(Y, MUX_1, MUX_2, S[4]);
endmodule
module MUX32_16x1(Y, I0, I1, I2, I3, I4, I5, I6, I7,
                     I8, I9, I10, I11, I12, I13, I14, I15, S);
output [31:0] Y;
input [31:0] I0;
input [31:0] I1;
input [31:0] I2;
input [31:0] I3;
input [31:0] I4;
input [31:0] I5;
input [31:0] I6;
input [31:0] I7;
input [31:0] I8;
input [31:0] I9;
input [31:0] I10;
input [31:0] I11;
input [31:0] I12;
input [31:0] I13;
input [31:0] I14;
input [31:0] I15;
input [3:0] S;
wire [31:0] MUX_1, MUX_2;
MUX32_8x1 MX_INST_1(MUX_1, I0, I1, I2, I3, I4, I5, I6, I7, S[2:0]);
MUX32_8x1 MX_INST_2(MUX_2, I8, I9, I10, I11, I12, I13, I14, I15, S[2:0]);
MUX32_2x1 MX_INST_3(Y, MUX_1, MUX_2, S[3]);
endmodule
module MUX32_8x1(Y, I0, I1, I2, I3, I4, I5, I6, I7, S);
output [31:0] Y;
input [31:0] I0;
input [31:0] I1;
input [31:0] I2;
input [31:0] I3;
input [31:0] I4;
input [31:0] I5;
input [31:0] I6;
input [31:0] I7;
input [2:0] S;
wire [31:0] MUX_1, MUX_2;
MUX32_4x1 MX_INST_1(MUX_1, I0, I1, I2, I3, S[1:0]);
MUX32_4x1 MX_INST_2(MUX_2, I4, I5, I6, I7, S[1:0]);
MUX32_2x1 MX_INST_3(Y, MUX_1, MUX_2, S[2]);
endmodule
module MUX32_4x1(Y, I0, I1, I2, I3, S);
output [31:0] Y;
input [31:0] I0;
input [31:0] I1;
input [31:0] I2;
input [31:0] I3;
input [1:0] S;
wire [31:0] MUX_1, MUX_2;
MUX32_2x1 MX_INST_1(MUX_1, I0, I1, S[0]);
MUX32_2x1 MX_INST_2(MUX_2, I2, I3, S[0]);
MUX32_2x1 MX_INST_3(Y, MUX_1, MUX_2, S[1]);
endmodule
module MUX32_2x1(Y, I0, I1, S);
output [31:0] Y;
input [31:0] I0;
input [31:0] I1;
input S;
genvar i; 
generate
   for (i = 0; i < 32; i = i + 1)
   begin
      MUX1_2x1 MX_INST(Y[i], I0[i], I1[i], S);
   end
endgenerate
endmodule
module MUX1_2x1(Y, I0, I1, S);
output Y;
input I0, I1, S;
wire NOT, AND_1, AND_2;
not NOT_INST(NOT, S);
and AND_INST_1(AND_1, I0, NOT);
and AND_INST_2(AND_2, I1, S);
or OR_INST(Y, AND_1, AND_2);
endmodule
module MUX5_2x1(Y, I0, I1, S);
output [4:0] Y;
input [4:0] I0, I1;
input S;
genvar i;
generate
   for (i = 0; i < 5; i = i + 1)
   begin
      MUX1_2x1 MX_INST(Y[i], I0[i], I1[i], S);
   end
endgenerate
endmodule 
==> results.toml <==
# yosys + openroad results
[global_routing]
grt_pass1_vias = 4700
grt_overflow = 0
grt_max_degree = 59
antenna_found_initial = 0
grt_pass1_wl_um = 28800
grt_use_total = 0.245

[final_timing]
fin_crit_ns = 6.47
rsz0062_at_grt = "no"
timing.hold.ws_ns = 4.34
slew_viol_final = 0
fmax_mhz = 154
finalCritPeriodShare = 0.819
hold_violations = 0
slew_headroom = 0.351
setup_violations = 0
worst_pin_slew_ns = 0.964
finalSetupTns_ns = 0

[detailed_routing]
drcViolationCount = 0
drt_pre_antenna_iters = 7
via_count = 4907
num_antenna_cells = 0
wire_per_inst_um = 25.4
antenna_left = 0
routed_via_density = 6.63
drtIter0Drc = 458
wl_um = 18800

[finish]
syn_to_final_growth_pct = 14.2
comb_area_um2 = 3840
final_cells = 740
clock_buffers = 0
seq_area_um2 = 0
num-fill-cells = 1474
drive_gt1_frac = 0.173
seq_cell_count = 0
fin_area_um2 = 5130

[worst_setup_path]
worstPathRequired_ns = 6.32
worstPathArrival_ns = 4.89
crit_chain = "buf_2 -> buf_4 -> mux4_2 -> nor2_1 -> a211oi_1 -> a2111oi_0 -> a2111oi_0 -> clkdlybuf4s50_1"
max_stage_delay_ns = 0.75
worstPathMaxFanout = 34
start_kind = "input port"
cp_common_cell = "a2111oi_0"
critPathKind = "in -> out"
slowest_stage = "a2111oi_0"
endpoint_kind = "primary output"

[logic_synthesis]
top_cell_area_share = 0.226
avgSynthCellArea_um2 = 8.25
largest_area_cell = "mux4_2"
top_cells_by_count = "nor2_1 (65), mux2i_1 (57), mux4_2 (45)"
yosys-stat-cells = 544
synth_cell_types = 64
area_leaders = "mux4_2 (23%), mux2i_1 (13%), mux2_2 (7.3%)"
syn_area_um2 = 4490
ys_seq_share = 0
synthCells = 544
yosys_area_um2 = 4490
top_cell = "nor2_1"
yosysWarnings = 2

[power_and_ir_drop]
power_switching_share = 0.576
peakVddDrop_mv = 0.0421
p_per_area_nw_per_um2 = 62.1
p_leak_nw = 1.78
power_frac_seq = 0
combPwrFrac = 1.000
power.switching_mw = 0.183
internal_power_mw = 0.135
power_frac_clock = 0

[floorplan]
rows = 44
core_um2 = 14600
die_y_um = 124
chipArea_um2 = 15500
io_pins = 97
die-width_um = 124
fp_util = 0.308

[placed_design]
place.port_buffers = 97
gp_congestion = 1.02
dp_hpwl_um = 14200
dp_cells = 740
placed_cell_area_um2 = 5130

[flow_run]
maxCapViolations = 0
openroad.warnings = 32

[clock_network]
cts_resized = 0
holdBufCountCts = 0
post-cts-setup-buffers = 0

[status]
status = "finished, final reports clean"

[min_path]
hp-class = "in -> out"
==> worst paths after layout <==
check	to	cells past startpoint	startpoint
worst max-delay path	Y[4]	8	S[0]
worst min-delay path	Y[11]	6	S[2]
==> power groups by stage <==
stage / sequential (mW) / clock [mW] / combinational [mW]
after CTS: 0 / 0 / 0.310
after global routing: 0 / 0 / 0.337
final: 0 / 0 / 0.318
==> stage by stage <==
step | utilization | power [mW] | setup slack [ns]
2_1_floorplan | - | 0.204 | 3.02
3_5_place_dp | 0.351 | 0.308 | 1.36
4_1_cts | 0.351 | 0.310 | 1.37
3_3_place_gp | 0.351 | 0.311 | 1.38
5_1_grt | 0.351 | 0.337 | 1.14
6_report | 0.351 | 0.318 | 1.43
==> cell families after synthesis <==
group | count (synthesis) | synth area share
AOI/OAI and AO/OA | 142 | 0.232
and+or+nand+nor | 163 | 0.162
buffers and inverters | 102 | 0.146
muxes | 137 | 0.461
==> placed cells by master (no fill, tap or decap), types with 5 or more instances in the layout <==
cell             count
clkdlybuf4s50_1     94
nor2_1              65
mux2i_1             57
mux4_2              45
nand2_1             43
mux2_2              29
a21oi_1             21
o21ai_0             20
a211oi_1            17
nor3_1              13
buf_4               11
a2111oi_0            9
o22ai_1              9
nand3_1              8
nor4_1               8
mux4_1               6
a221oi_1             6
nand2b_1             5
o211ai_1             5
a31oi_1              5
==> final cells by class <==
cell class	instances	area share
Inverter	7	0.00513
Tap cell	184	0.0449
Timing Repair Buffer	107	0.202
Multi-Input combinational cell	442	0.748
==> worst max-delay path, delay by kind of cell <==
| kind | cells | cell delay, ns |
|---|---|---|
| and+or+nand+nor | 1 | 0.12 |
| buffers and inverters | 3 | 1.61 |
| muxes | 1 | 0.58 |
| AOI/OAI and AO/OA | 3 | 0.97 |
==> routing by layer <==
metal,vias up,GRT usage,share of wire
li1,2150,-,-
met1,2344,0.345,0.40
met2,352,0.337,0.42
met3,61,0.100,0.13
met4,0,0.0964,0.046
met5,-,0,0
Power is estimated from default activity; no workload was simulated.
